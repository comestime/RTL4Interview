### ./design.v
module Req_Ack_2phase_Sender
	# ( parameter DWIDTH = 8)
(
	input						clk1,
	input						rst1_n,		 
	input						valid,
	output logic				ready,
	input [DWIDTH-1:0]			din,
	output logic				req,
	input						ack,		 
	output logic [DWIDTH-1:0]	dout
);
	logic ack_q, ack_pulse;
	always_ff @(posedge clk1 or negedge rst1_n)
		if (~rst1_n)
			req <= '0;
		else if (valid & ready)
			req <= ~req;
	always_ff @(posedge clk1 or negedge rst1_n)
		if (~rst1_n)
			ack_q <= '0;
		else
			ack_q <= ack;
	assign ack_pulse = ack ^ ack_q;
	always_ff @(posedge clk1 or negedge rst1_n)
		if (~rst1_n)
			ready <= '1;
		else if (valid & ready)
			ready <= '0;
		else if (ack_pulse)
			ready <= '1;
	always_ff @(posedge clk1)
		if (valid & ready)
			dout <= din;
endmodule
module Req_Ack_2phase_Receiver
	# ( parameter DWIDTH = 8)
(
	input						clk2,
	input						rst2_n,		 
	input						ready,
	output logic				valid,
	input [DWIDTH-1:0]			din,
	output logic				ack,
	input						req,		 
	output logic [DWIDTH-1:0]	dout
);
	logic req_q, req_pulse;
	always_ff @(posedge clk2 or negedge rst2_n)
		if (~rst2_n)
			ack <= '0;
		else if (valid & ready)
			ack <= ~ack;
	always_ff @(posedge clk2 or negedge rst2_n)
		if (~rst2_n)
			req_q <= '0;
		else
			req_q <= req;
	assign req_pulse = req ^ req_q;
	always_ff @(posedge clk2 or negedge rst2_n)
		if (~rst2_n)
			valid <= '0;
		else if (req_pulse)
			valid <= '1;
		else if (valid & ready)
			valid <= '0;
	always_ff @(posedge clk2)
		if (valid & ready)
			dout <= din;
endmodule
### ./run.sh
#!/bin/bash
# OpenROAD 26Q1-2900-gdf79404cd8, Yosys 0.63+post, stock flow scripts
make -C /OpenROAD-flow-scripts/flow DESIGN_CONFIG=/design/flow/config.mk WORK_HOME=/design/flow/orfs finish
### ./config.mk
export PLATFORM = sky130hd
export DESIGN_NAME = Req_Ack_2phase_Sender
export DESIGN_NICKNAME = Req_Ack_2phase_Sender
export VERILOG_FILES = /design/flow/design.v
export SDC_FILE = /design/flow/constraint.sdc
export NUM_CORES = 4
export LEC_CHECK = 1
export CORE_AREA = 10 10 70 70
export DIE_AREA = 0 0 80 80
### ./constraint.sdc
current_design Req_Ack_2phase_Sender

set clk_period 1.3
set clk_io_pct 0.2

create_clock -name clk0 -period $clk_period [get_ports {clk1}]

set non_clock_inputs [all_inputs -no_clocks]
set_input_delay [expr $clk_period * $clk_io_pct] -clock clk0 $non_clock_inputs
set_output_delay [expr $clk_period * $clk_io_pct] -clock clk0 [all_outputs]
==> results.sh <==
# physical design summary
export IMPL_status="finished clean"
export IMPL_report_final_hold_viol_count=0
export IMPL_finalCritPeriodShare_pct=94.8
export IMPL_flop_cell="sky130_fd_sc_hd__edfxtp_1"
export IMPL_floorplan_die_height_um=80
export IMPL_fp_dieArea_mm2=0.00640
export IMPL_worst_pin_slew_ns=0.128
export IMPL_ys_async_sr_fraction_pct=27.3
export IMPL_setup_violations=0
export IMPL_clock_sink_count=11
export IMPL_synthTopCellsByCount="sky130_fd_sc_hd__edfxtp_1, sky130_fd_sc_hd__dfrtp_1"
export IMPL_yosys_area_um2=349
export IMPL_yosys_warns=1
export IMPL_vdd_drop_max_mv=0.454
export IMPL_synth_edff_count=8
export IMPL_worst_skew_pair_late_latency_ns=0.26
export IMPL_path_clk_slew_ns=0.08
export IMPL_leak_pwr_nw=0.261
export IMPL_timing_rr_start="ready$_DFFE_PN1P_"
export IMPL_timing_critical_path_slowest_cell_delay_ns=0.54
export IMPL_final_comb_area_um2=28.8
export IMPL_layout_filler_cell_count=377
export IMPL_synth_ff_latch_count=11
export IMPL_worst_endpoint_required_ns=1.04
export IMPL_io_pins=22
export IMPL_post_place_cells=85
export IMPL_buffer_depth_of_the_longest_clock_path=2
export IMPL_pwr_density_cell_mw_per_mm2=1280
export IMPL_antennaDiodeCount=0
export IMPL_die_width_um=80
export IMPL_total_via_count_in_the_routed_design=226
export IMPL_drive_above_1_share_pct=17.8
export IMPL_avgViaCountPerCell=2.48
export IMPL_yosysCellCount=16
export IMPL_synth_seq_share_pct=90.7
export IMPL_dp_hpwl_um=720
export IMPL_post_synth_inst_count=16
export IMPL_postSynthAreaPerCell_um2=21.8
export IMPL_grt_pass1_vias=244
export IMPL_drt_pass1_iterations=2
export IMPL_netlist_top_cell_by_area="sky130_fd_sc_hd__edfxtp_1"
export IMPL_final_max_slew_viol_count=0
export IMPL_cts_tree="yes"
export IMPL_grt_util_all_layers_pct=2.75
export IMPL_post_layout_nonfiller_instances=91
export IMPL_max_slew_margin_pct=91.5
export IMPL_timing_reg2reg_worst_path_depth=4
export IMPL_cts_htree_levels=1
export IMPL_total_congestion_overflow_after_global_routing=0
export IMPL_synth_top_cell_area_share_pct=68.8
export IMPL_clockRootBuffer="sky130_fd_sc_hd__clkbuf_4"
export IMPL_synthXorXnorAreaFrac_pct=5.02
export IMPL_regToRegSetupSlack_ns=0.10
export IMPL_wirelength_um=861
export IMPL_cts_buffers=3
export IMPL_ff_latch_area_um2=317
export IMPL_post_synth_num_cell_types=8
export IMPL_post_cts_hold_buffer_count=0
export IMPL_ys_sh_mux_pct=0
export IMPL_path_class="reg -> out"
export IMPL_warning_count=25
export IMPL_number_of_remaining_drc_errors=0
export IMPL_top_cell="sky130_fd_sc_hd__edfxtp_1"
export IMPL_critPathTopFamily="flip-flops"
export IMPL_compound_area_share_pct=2.15
export IMPL_top_cells_by_area="sky130_fd_sc_hd__edfxtp_1, sky130_fd_sc_hd__dfrtp_1, sky130_fd_sc_hd__dfstp_2"
export IMPL_dr_first_iter_drc_count=4
export IMPL_avgRoutedWirePerCell_um=9.46
export IMPL_fp_utilization_pct=10.2
export IMPL_fin_setup_tns_ns=0
export IMPL_fmax_mhz=811
export IMPL_antenna_found_initial=0
export IMPL_placement_rows=21
export IMPL_worst_path_buffer_plus_inverter_count=1
export IMPL_ys_sh_simple_pct=1.08
export IMPL_final_min_clock_period_ns=1.23
export IMPL_placeableCoreArea_mm2=0.00342
export IMPL_worstSetupStartpointType="flip-flop"
export IMPL_cp_slowest_cell="sky130_fd_sc_hd__dfstp_2"
export IMPL_rsz0062_at_grt="no"
export IMPL_final_clock_skew_ns=0.0127
export IMPL_synth_adder_area_share_pct=0
export IMPL_top_logic_kind="XOR/XNOR gates"
export IMPL_netlist_area_um2=349
export IMPL_crit_chain="clkdlybuf4s15_1"
export IMPL_worst_setup_path_end_kind="primary output"
export IMPL_io_buffers=21
export IMPL_hold_path_class="in -> async"
export IMPL_worst_r2r_endpoint="dout[7]$_DFFE_PP_"
export IMPL_largest_net_degree_at_the_start_of_global_routing=9
export IMPL_path_max_fanout=2
export IMPL_global_route_wire_length_before_repair_um=1300
export IMPL_cap_violations=0
export IMPL_place_congestion=0.736
export IMPL_antenna_left=0
export IMPL_layout_area_overhead_vs_synth_pct=93.2
export IMPL_cp_arrival_ns=0.97
logic make-up after synthesis:
group | Yosys count
and+or+nand+nor | 1
DFF | 11
AOI/OAI and AO/OA | 1
xor gates and xnor gates | 2
buffers and inverters | 1
registers in the layout, indices dropped and copies added (netlist names):
name / count
dout: 8
ready: 1
ack_q: 1
req: 1
routing by layer:
| metal | GRT usage (%) | wire length [um] | up-vias | share of wire, % |
|---|---|---|---|---|
| met4 | 0.352 | 0 | 0 | 0 |
| met1 | 3.11 | 351 | 96 | 41 |
| li1 | - | - | 114 | - |
| met2 | 3.93 | 353 | 16 | 41 |
| met5 | 0 | 0 | - | 0 |
| met3 | 2.39 | 155 | 0 | 18 |
cell usage in the layout (no fill, tap or decap):
cell                              netlist  routed
sky130_fd_sc_hd__clkdlybuf4s15_1        0       1
sky130_fd_sc_hd__dfrtp_1                2       2
sky130_fd_sc_hd__inv_1                  1       1
sky130_fd_sc_hd__clkbuf_1               0       1
sky130_fd_sc_hd__buf_4                  0       3
sky130_fd_sc_hd__dlygate4sd2_1          0       9
sky130_fd_sc_hd__buf_12                 0       1
sky130_fd_sc_hd__clkdlybuf4s50_1        0      11
sky130_fd_sc_hd__xor2_1                 1       1
sky130_fd_sc_hd__o21a_1                 1       1
sky130_fd_sc_hd__clkbuf_4               0       3
sky130_fd_sc_hd__edfxtp_1               8       8
sky130_fd_sc_hd__nand2_1                1       1
sky130_fd_sc_hd__dfstp_2                1       1
sky130_fd_sc_hd__xnor2_1                1       1
final cells by class:
cell class | instances | share of cell area, %
repair buffers | 25 | 35.8
clock buffers | 4 | 3.90
inverters | 1 | 0.557
flip-flops and latches | 11 | 46.9
well taps | 46 | 8.53
multi-input cells | 4 | 4.27
worst max-delay path by stage:
| stage | startpoint | to | slack, ns | depth (start not counted) |
|---|---|---|---|---|
| global route | ready$_DFFE_PN1P_ | ready | 0.006 | 1 |
| CTS | ready$_DFFE_PN1P_ | ready | 0.02 | 1 |
| finish | ready$_DFFE_PN1P_ | ready | 0.07 | 1 |
timing repair:
item                                    in CTS  in global routing
setup buffers                                2                  0
gates resized                               10                  1
endpoints found under the setup margin      10                  1
endpoints found under the hold margin        0                  0
pin swaps                                    0                  0
report_power, final:
part / total [mW] / internal [mW] / switching [mW]
combinational: 0.186 / 0.135 / 0.0513
clock: 0.227 / 0.118 / 0.109
sequential: 0.450 / 0.435 / 0.0154
metrics by stage:
step / setup slack, ns / utilization, % / hold WS [ns] / instance area, um^2 / total power [mW]
final: 0.0676 / 19.7 / 0.161 / 674 / 0.864
after global routing: 0.00573 / 19.7 / 0.141 / 674 / 0.930
after CTS: 0.0211 / 19.7 / 0.153 / 673 / 0.879
after detailed placement: 0.00927 / 18.9 / 0.452 / 644 / 0.644
after global placement: 0.0196 / 18.9 / 0.450 / 644 / 0.642
after floorplan: 0.200 / - / -0.0356 / 349 / 0.487
Power is estimated from default activity; no workload was simulated.
