`/design/flow/design.v`:
```
module Pseudo_LRU (
	input					clk,
	input					rst_n,
	input					acc_en,		 
	input [2:0]				acc_idx,	 
	output logic [2:0]		lru_idx		 
);
	logic h0, h1, h2, h3, h4, h5, h6;
	always_ff @(posedge clk or negedge rst_n)
		if (~rst_n)
			h0 <= '0;
		else if (acc_en)
			h0 <= ~h0;					 
	always_ff @(posedge clk or negedge rst_n)
		if (~rst_n)
			h1 <= '0;
		else if (acc_en & ~acc_idx[2])
			h1 <= ~h1;					 
	always_ff @(posedge clk or negedge rst_n)
		if (~rst_n)
			h2 <= '0;
		else if (acc_en & acc_idx[2])
			h2 <= ~h2;					 
	always_ff @(posedge clk or negedge rst_n)
		if (~rst_n)
			h3 <= '0;
		else if (acc_en & (acc_idx[2:1] == 2'b00))
			h3 <= ~h3;					 
	always_ff @(posedge clk or negedge rst_n)
		if (~rst_n)
			h4 <= '0;
		else if (acc_en & (acc_idx[2:1] == 2'b01))
			h4 <= ~h4;					 
	always_ff @(posedge clk or negedge rst_n)
		if (~rst_n)
			h5 <= '0;
		else if (acc_en & (acc_idx[2:1] == 2'b10))
			h5 <= ~h5;					 
	always_ff @(posedge clk or negedge rst_n)
		if (~rst_n)
			h6 <= '0;
		else if (acc_en & (acc_idx[2:1] == 2'b11))
			h6 <= ~h6;					 
	assign lru_idx[2] = h0;
	assign lru_idx[1] = ~h0 & h1 | h0 & h2;
	assign lru_idx[0] = (~h0 & ~h1 & ~h3) | (~h0 & h1 & ~h4) | (h0 & ~h2 & ~h5) | (~h0 & h2 & ~h6);
endmodule
```
`/design/flow/run.sh`:
```
#!/bin/bash
# OpenROAD 26Q1-2900-gdf79404cd8, Yosys 0.63+post, stock flow scripts
make -C /OpenROAD-flow-scripts/flow DESIGN_CONFIG=/design/flow/config.mk WORK_HOME=/design/flow/orfs finish
```
`/design/flow/config.mk`:
```
export PLATFORM = sky130hd
export DESIGN_NAME = Pseudo_LRU
export DESIGN_NICKNAME = Pseudo_LRU
export VERILOG_FILES = /design/flow/design.v
export SDC_FILE = /design/flow/constraint.sdc
export NUM_CORES = 4
export LEC_CHECK = 1
export CORE_AREA = 10 10 70 70
export DIE_AREA = 0 0 80 80
```
`/design/flow/constraint.sdc`:
```
current_design Pseudo_LRU

set clk_period 1.7
set clk_io_pct 0.2

create_clock -name clk0 -period $clk_period [get_ports {clk}]

set non_clock_inputs [all_inputs -no_clocks]
set_input_delay [expr $clk_period * $clk_io_pct] -clock clk0 $non_clock_inputs
set_output_delay [expr $clk_period * $clk_io_pct] -clock clk0 [all_outputs]
```
==> run summary <==
impl run done, here's what came out: CTS Buffer Depth 2, CP startpoint h1, asr flop ratio synth 1.00, post-route ant nets 0, Die Span Y 80 µm, Max Clock Freq 0.617 GHz, Mapped Cells 26, Synth area leader dfrtp_1, Required @ worst endpoint 1.36 ns, synth warn 1, Hold Violations, Final 0, pwr dens 1560 nW/µm², Sink Count 7, Switching Fraction 0.270, EDFF count, synth 0, top-count cell post-synth dfrtp_1, First-pass DRT Iterations 2, Avg WL per Cell 7.81 µm, Routed WL 672 µm, mean number of vias per cell 2.72, worst skew pair latency 0.25 ns, Die X 80 µm, Static Leakage 0.194 nW, ys flop type dfrtp_1, Final period util 0.953, vias in the first global route 264, DRC 0, Initial Util 0.0960, pre-CTS setup slack 0.128 ns, Top cell area share 0.534, initial antenna violation count 0, power share of the sequential group 0.395, Comb power frac 0.419, overall routing resource usage 0.0228, CP Class reg -> out, Unique cell types 14, status completed, setup ws final 0.0802 ns, Critical Path Start Type register, Antenna Cells 0, peak supply drop 0.000254 V, RSZ-0062 raised after global routing no, RePlAce Congestion 0.634, synth cell count leaders dfrtp_1, xnor2_1, nand3b_1, xor2_1, CTS tree done, Mapped Area 328 µm², Crit Reg-Reg Startpoint h0, placed instance area 448 µm², Sw Pwr 0.000213 W, post-layout min period 1.62 ns, Root Buffer clkbuf_4, largest net degree at the start of global routing 8, 1st-iter DRT viols 4, die area 6400 µm², OpenROAD warnings 26, H-tree depth 1, Slew Viols, Final 0, final core occ 0.147, Cell Int Power 0.000573 W, sequential area share after synthesis 0.534, CTS buffer count 3, final setup fails 0, CP Capture Type primary output, Worst-path clk slew 0.05 ns, global-route wire length before repair 1150 µm, Ports 9, core area 3420 µm², synth top area cells dfrtp_1, xnor2_1, xor2_1, nand3b_1, nor3b_2, setup TNS 0 ns, Clk pwr share 0.186, fin area 503 µm², Site Rows 21, HP Class in -> async, CP arrival 1.28 ns, Area Overhead vs Synth 53.4%, grt ovf 0, layout cell share with drive strength beyond 1 0.225, YS chip area 328 µm², post-synthesis cell count from yosys 26, pin slew with the least headroom to its limit 0.305 ns, Post-synth regs 7, relative slew slack 0.796, Syn Area/Cell 12.6 µm², IO Port Bufs 7, skew final 0 ns, CP Max Fanout 2, Max-Cap Viols 0, routed via count 234
-- worst paths after layout --
check,cells past startpoint,slack [ns],endpoint
max in group asynchronous,1,1.12,h4
max,4,0.08,lru_idx[0]
min reg2reg,1,0.46,h5
min in group clk0,1,0.46,h5
min,1,0.35,h1
max reg2reg,2,0.91,h0
-- cells by family after synthesis --
logic type | Yosys count | share of synthesized area
buffers and inverters | 1 | 0.0229
XOR/XNOR | 7 | 0.187
flip-flops | 7 | 0.534
AND/OR/NAND/NOR | 7 | 0.149
AND-OR/OR-AND | 2 | 0.0420
multiplexers | 2 | 0.0649
-- critical path: stages, from the launching register on --
cell and delay (ns):
dfrtp_1 0.37, buf_4 0.14, mux2i_1 0.11, o31a_1 0.24
clkdlybuf4s15_1 0.18
-- through the flow --
| stage | power [W] | std cells | hold WS (ns) |
|---|---|---|---|
| 6_report | 0.000786 | 86 | 0.346 |
| 3_5_place_dp | 0.000599 | 78 | 0.465 |
| 3_3_place_gp | 0.000593 | 78 | 0.457 |
| 4_1_cts | 0.000818 | 87 | 0.351 |
| 5_1_grt | 0.000847 | 86 | 0.375 |
| 2_1_floorplan | 0.000459 | 26 | 0.0444 |
-- cell usage in the layout (no fill, tap or decap), drive strengths merged --
cell           netlist  final
clkbuf               0      4
nand2b               1      1
nor3b                1      1
dlygate4sd2          0      1
clkdlybuf4s15        0      1
nor2b                1      1
o21ai                1      1
clkdlybuf4s50        0      5
xnor2                5      5
nand3b               2      2
o31a                 1      1
mux2i                1      1
xor2                 2      2
dfrtp                7      7
nand2                1      1
nand3                1      1
mux2                 1      1
buf                  1      4
-- final cells by class --
class,instances,area [µm²]
clock buffer,4,26.3
fill,395,2910
multi-input combinational,18,145
sequential,7,175
tap,46,57.6
timing repair buffer,11,98.8
-- per-layer routing --
| layer | vias to the layer above | global-route usage | wire, µm | part of all wire |
|---|---|---|---|---|
| li1 | 115 | - | - | - |
| met3 | 2 | 0.0205 | 109 | 0.16 |
| met4 | 0 | 0.00704 | 27 | 0.040 |
| met1 | 107 | 0.0251 | 287 | 0.43 |
| met2 | 10 | 0.0313 | 248 | 0.37 |
| met5 | - | 0 | 0 | 0 |
-- state kept, by name, indices dropped and copies added (netlist names) --
name / count
h1: 1
h4: 1
h3: 1
h5: 1
h0: 1
h6: 1
h2: 1
-- timing repair --
item	CTS	global route
hold buffers	0	0
pin swaps	1	1
resized	3	0
setup buffers	5	0
endpoints found under the setup margin	2	1
-- power groups by stage --
stage / Clock (W) / Sequential [W] / Combinational, W
4_1_cts: 0.000152 / 0.000308 / 0.000358
5_1_grt: 0.000160 / 0.000328 / 0.000359
6_report: 0.000146 / 0.000310 / 0.000329
Power figures rest on the tool's default switching activity, not on a simulated workload.
